===== flow/config.mk =====
export PLATFORM = sky130hd
export DESIGN_NAME = prescaler
export DESIGN_NICKNAME = prescaler
export VERILOG_FILES = /design/flow/design.v
export SDC_FILE = /design/flow/constraint.sdc
export NUM_CORES = 4
export LEC_CHECK = 1
export CORE_AREA = 10 10 95 95
export DIE_AREA = 0 0 105 105

===== flow/constraint.sdc =====
current_design prescaler

set clk_period 7.3
set clk_io_pct 0.2

create_clock -name clk0 -period $clk_period [get_ports {quick_clock}]

set non_clock_inputs [all_inputs -no_clocks]
set_input_delay [expr $clk_period * $clk_io_pct] -clock clk0 $non_clock_inputs
set_output_delay [expr $clk_period * $clk_io_pct] -clock clk0 [all_outputs]

===== flow/design.v =====
interface ctrl_bus_if();
    logic clk;
    logic rst;
    modport master(input clk, input rst);
endinterface
interface io_bus_if #(parameter WIDTH) ();
    logic [WIDTH-1:0] switch;
    logic [WIDTH-1:0] led;
    modport master(input switch, output led);
endinterface
interface mem_bus_if #(parameter ADDR_WIDTH, DATA_WIDTH) ();
    logic [ADDR_WIDTH-1:0] addr;
    logic [DATA_WIDTH-1:0] data;
    modport master(output addr, input data);
    modport slave(input addr, output data);
endinterface
module prescaler #(parameter RATIO = 2) (
    input  logic quick_clock,
    output logic slow_clock
);
    logic [31:0] counter, next_counter;
    logic inv;
    assign inv = (counter == (RATIO/2 - 1));
    assign next_counter = inv ? 32'd0 : counter + 32'd1;
    always_ff @(posedge quick_clock) counter <= next_counter;
    logic next_slow_clock;
    assign next_slow_clock = inv ? ~slow_clock : slow_clock;
    always_ff @(posedge quick_clock) slow_clock <= next_slow_clock;
endmodule

===== flow/run.sh =====
#!/bin/bash
# OpenROAD 26Q1-2900-gdf79404cd8, Yosys 0.63+post, stock flow scripts
make -C /OpenROAD-flow-scripts/flow DESIGN_CONFIG=/design/flow/config.mk WORK_HOME=/design/flow/orfs finish

==> flow_summary.ini <==
; synthesis and place-and-route metrics
[drt]
avgViaCountPerCell = 4.097
drtPass1Iterations = 4
drc = 0
wire_per_inst_um = 10.06
diodes = 0
num_vias = 1012
antenna_left = 0
drt_iter0_drc = 39
wl_mm = 2.485

[grt]
first_global_vias = 937
antenna_found_initial = 0
grt_pass1_wl_mm = 4.388
grt.total_usage_pct = 4.552
grt_max_degree = 17
overflow = 0

[clock_network]
clkSlewWorstSetupHoldPaths_ps = 70
cts_sinks = 33
htreeDepth = 2
numCtsBuffers = 5
cts-root-buf = clkbuf_8
cts_hold_buffers = 0
cts_tree = done
ctsResizeCount = 0
clk_latency_ps = 280
cts_setup_buffers = 0
clockBufferDepth = 2

[sta]
fin_skew_ps = 5.942
setup_viol = 0
slew_headroom_pct = 62.35
hold_violations = 0
fmax_mhz = 393.2
period_used_pct = 34.84
rsz0062_at_grt = no
fin_tns_setup_ps = 0
finalMaxSlewViolations = 0
timing.final.crit_period_ps = 2543
tightest_slew_ps = 564.7

[finish]
seqCellArea_um2 = 670.6
stdcell_count = 247
fillers = 761
logic_area_um2 = 724.4
syn2layout_area_growth_pct = 13.59
drive_above_1_share_pct = 8.609
postLayoutCoreUtil_pct = 23.77

[run_status]
outcome = finished clean

[die]
dieWidth_um = 105
fp_util_pct = 20.92
die_h_um = 105
pin_count = 2
core_um2 = 6907
die_area_um2 = 11030
row_count = 30

[run]
openroad.warnings = 26
drv_cap = 0

[synthesis]
postSynthSeqShare_pct = 46.41
edf_count = 1
ff_type = dfxtp_1
avgSynthCellArea_um2 = 9.966
synthCells = 145
async_reset_ff_share_pct = 0
synth.distinct_cells = 26
ys_area_um2 = 1445
ys_warn_count = 1
synthesis.area_um2 = 1445
synth_flops = 33
ys_cells = 145

[worst_setup_path]
endpoint_kind = primary output
cpLargestDelayFamily = buffers and inverters
cp_max_fo = 2
critPathKind = flip-flop to primary output
arrival_ps = 1080
max_stage_delay_ps = 460
r2r-start = counter[7]$_SDFF_PN0_
path_cells = clkdlybuf4s50_1
critPathSlowestCell = clkdlybuf4s50_1
crit_start = slow_clock$_DFFE_PN_
cp_data_required_time_ps = 5840
startpoint_type = flip-flop
crit_buf_inv = 1

[power]
pwr_density_cell_nw_per_um2 = 195.2
peakVddDrop_mv = 0.1439
power_uw = 320.4
power.leakage_nw = 0.5117

[placed_design]
dp_cells = 239
portBuffers = 1
place_hpwl_mm = 1.666
place.gp.congestion = 0.7933

[min_path]
min_path_type = flip-flop to flip-flop
min_from = counter[31]$_SDFF_PN0_
[cells in the mapped netlist, drive strengths merged (3+ instances only)]
| master | instances | area share (%) |
|---|---|---|
| nand3 | 13 | 4.5 |
| nor4 | 10 | 5.4 |
| nand2 | 6 | 1.6 |
| xor2 | 4 | 2.4 |
| dfxtp | 32 | 44 |
| buf | 3 | 1.9 |
| nand4 | 18 | 8.8 |
| nor2 | 7 | 2.0 |
| xnor2 | 26 | 16 |
| nor3 | 3 | 1.0 |
| inv | 5 | 1.3 |
| and3 | 7 | 3.1 |
[area by class of cell]
cell class                 instances  area share, %
clock buffer                       8          5.488
inverter                           5          1.143
tap                               96          7.317
sequential                        33          40.85
timing repair buffer               2          1.067
multi-input combinational        103          44.13
[cells in the final DEF (no fill, tap or decap), drive strengths merged]
master,Yosys,layout
and2,2,2
and3,7,7
and4,2,2
buf,3,1
clkbuf,1,8
clkdlybuf4s50,0,1
dfxtp,32,32
edfxtp,1,1
ha,2,2
inv,5,5
nand2,6,6
nand3,13,13
nand4,18,18
nor2,7,7
nor2b,1,1
nor3,3,3
nor4,10,10
nor4b,1,1
or2,1,1
xnor2,26,26
xor2,4,4
[registers in the layout (all words and copies together) (netlist names)]
register / cells
slow_clock: 1
counter: 32
[cells by family after synthesis]
kind of cell | after synthesis | synth area share, %
xor gates and xnor gates | 30 | 18.18
and+or+nand+nor | 71 | 30.22
adders and majority gates | 2 | 1.731
buffers and inverters | 9 | 3.463
DFF | 33 | 46.41
[stage by stage]
| stage | hold slack [ps] | worst slack (ps) | instance area [um2] |
|---|---|---|---|
| final | 466.4 | 4757 | 1642 |
| after global routing | 496.7 | 4712 | 1642 |
| after CTS | 468.1 | 4740 | 1642 |
| after detailed placement | 456.6 | 5053 | 1551 |
| after global placement | 452.0 | 5053 | 1551 |
| after floorplan | 434.9 | 5511 | 1445 |
[worst paths after layout]
path | cells past startpoint | slack (ps) | endpoint
setup / recovery | 1 | 4760 | slow_clock
hold / removal | 1 | 470 | counter[31]$_SDFF_PN0_
setup reg to reg | 4 | 5620 | counter[27]$_SDFF_PN0_
hold reg to reg | 1 | 470 | counter[31]$_SDFF_PN0_
[power by group]
| group | leakage [nW] | switching [mW] | total (mW) | internal [mW] |
|---|---|---|---|---|
| clock | 0.0455 | 0.0628 | 0.140 | 0.0768 |
| sequential | 0.269 | 0 | 0.181 | 0.181 |
| combinational | 0.197 | 0 | 0.000000197 | 0 |
[metal layers]
layer  global-route usage (%)  vias to the layer above  share of wire [%]
li1                         -                      532                  -
met1                    6.631                      470                 53
met2                    6.584                        6                 41
met3                    1.366                        4                3.3
met4                   0.7843                        0                1.9
met5                        0                        -                  0
Power is estimated from default activity; no workload was simulated.
