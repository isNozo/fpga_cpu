==> /design/flow/config.mk <==
export PLATFORM = sky130hd
export DESIGN_NAME = send_serial
export DESIGN_NICKNAME = send_serial
export VERILOG_FILES = /design/flow/design.v
export SDC_FILE = /design/flow/constraint.sdc
export NUM_CORES = 4
export LEC_CHECK = 1
export CORE_AREA = 10 10 92 92
export DIE_AREA = 0 0 102 102
==> /design/flow/constraint.sdc <==
current_design send_serial

set clk_period 4.1
set clk_io_pct 0.2

create_clock -name clk0 -period $clk_period [get_ports {clk}]

set non_clock_inputs [all_inputs -no_clocks]
set_input_delay [expr $clk_period * $clk_io_pct] -clock clk0 $non_clock_inputs
set_output_delay [expr $clk_period * $clk_io_pct] -clock clk0 [all_outputs]
==> /design/flow/design.v <==
interface ctrl_bus_if();
    logic clk;
    logic rst;
    modport master(input clk, input rst);
endinterface
interface io_bus_if #(parameter WIDTH) ();
    logic [WIDTH-1:0] switch;
    logic [WIDTH-1:0] led;
    modport master(input switch, output led);
endinterface
interface mem_bus_if #(parameter ADDR_WIDTH, DATA_WIDTH) ();
    logic [ADDR_WIDTH-1:0] addr;
    logic [DATA_WIDTH-1:0] data;
    modport master(output addr, input data);
    modport slave(input addr, output data);
endinterface
module send_serial #(parameter WAIT_DIV=868) (
    input  logic       clk, rst,
    input  logic [7:0] data_in,
    output logic       data_out,
    input  logic       we,
    output logic       busy
);
    localparam WAIT_LEN = $clog2(WAIT_DIV);
    typedef enum {
        IDLE,
        SEND
    } state;
    state                st, n_st;
    logic [9:0]          data, n_data;
    logic [WAIT_LEN-1:0] wait_cnt, n_wait_cnt;
    logic [3:0]          bit_cnt, n_bit_cnt;
    assign data_out = data[0];
    always_comb begin
        busy       = 1'b0;
        n_st       = st;
        n_data     = data;
        n_wait_cnt = wait_cnt;
        n_bit_cnt  = bit_cnt;
        case(st)
            IDLE: begin
                if (we) begin
                    n_st   = SEND;
                    n_data = {1'b1, data_in, 1'b0};
                end
            end
            SEND: begin
                busy = 1'b1;
                if (wait_cnt == WAIT_DIV - 1) begin
                    n_wait_cnt = 0;
                    if (bit_cnt == 4'd9) begin
                        n_bit_cnt = 0;
                        n_st      = IDLE;
                    end else begin
                        n_bit_cnt = bit_cnt + 1;
                        n_data    = {1'b1, data[9:1]};
                    end
                end else begin
                    n_wait_cnt = wait_cnt + 1;
                end
            end
            default: ;
        endcase
    end
    always_ff @(posedge clk) begin
        if (rst) begin
            st       <= IDLE;
            data     <= '1;
            wait_cnt <= 0;
            bit_cnt  <= 0;
        end else begin
            st       <= n_st;
            data     <= n_data;
            wait_cnt <= n_wait_cnt;
            bit_cnt  <= n_bit_cnt;
        end
    end
endmodule
==> /design/flow/run.sh <==
#!/bin/bash
# OpenROAD 26Q1-2900-gdf79404cd8, Yosys 0.63+post, stock flow scripts
make -C /OpenROAD-flow-scripts/flow DESIGN_CONFIG=/design/flow/config.mk WORK_HOME=/design/flow/orfs finish
==> Slide: Implementation Results <==
Key Metrics from the Run

Run status
  • Status: finished clean

Final timing
  • Final period utilization: 0.527
  • Worst-margin pin slew: 673 ps
  • Final Slew Violations: 0
  • Sum of negative setup slack: 0 ps
  • Endpoints failing hold: 0
  • Unrepaired setup endpoints after global routing: false
  • Smallest hold slack: 506 ps
  • F_max: approximately 460 MHz
  • Period minus WS final: 2160 ps
  • # setup viols final: 0
  • Final Skew: 1.60 ps
  • Relative slew slack: 0.548

Place
  • Routability cong.: 0.810
  • HPWL Detailed: 1790 um
  • Number of I/O port buffers: 12
  • Placed cell area: 0.00145 sq mm

Layout
  • Area delta synth->final: 18.7%
  • Final instance area: ~0.0015 sq mm
  • Gate Area: around 710 sq um
  • Share of layout cells above drive strength 1: 0.0600
  • Storage cell area: 500 sq um
  • Fill cells: between 600 and 700

Floorplan
  • Init Core Util: 0.194
  • I/O pin count: 13
  • Chip Area: 0.0104 sq mm
  • Row count: 29
  • Die width: 102 um
  • Core area: 0.00646 sq mm
  • Die height: 102 um

Clocking
  • Root Buffer: clkbuf_8
  • Total clock buffers created by CTS: 3
  • Setup Buffers After CTS: 0
  • Clk ins delay skew pair: 260 ps
  • PostCTS Resize Cnt: 0
  • Post-CTS Hold Buffers: 0
  • Clk buf depth: 2
  • H-tree levels: 1
  • CTS tree: built
  • Clock Sinks: 25
  • Clk pin slew, worst setup/hold paths: 80 ps

Setup path
  • Crit path buf inv count: 2
  • Highest-delay cell along the critical path: clkdlybuf4s50_1
  • Critical Path Max Stage Delay: 520 ps
  • Worst-path fanout max: 23
  • Crit-path cells: buf_4, clkdlybuf4s50_1
  • Crit-path leading delay family: buffers and inverters
  • Critical path class: flop to output port
  • CP endpoint kind: output port
  • WP data arrival: approximately 1300 ps
  • Startpoint class of the critical path: flop
  • CP required: 3280 ps
  • R2R setup slack: 1960 ps

Global route
  • First-pass GRT wire length: 4480 um
  • Antenna violations before repair: 0
  • Largest net degree at the start of global routing: 24
  • Total Routing Usage GR: 0.0515
  • Vias in the first global route: between 900 and 1000
  • GR Overflow Total: 0

Synth
  • Top cells by area: dfxtp_1, a21oi_1, a2111oi_1
  • EDFF count, synth: 0
  • Most common flop cell mapped by yosys: dfxtp_1
  • YS chip area: 0.00125 sq mm
  • Top-count cell post-synth: dfxtp_1
  • Mapped Area: roughly 0.0013 sq mm
  • Dominant cell area share: 0.399
  • Mean post-synth cell area: 8.96 sq um
  • Distinct cell type count after synthesis: 35
  • Yosys warns: 1
  • Yosys cell count: 140
  • Synth cell count leaders: dfxtp_1, a21oi_1, nor2_1
  • Sequential element share of the synthesized area: 0.399
  • Async SR Flop Fraction: 0
  • Synth Instances: 140
  • Leading area contributor after synthesis: dfxtp_1
  • Ys flops: 25

Pwr
  • P_leak: a little under 0.5 nW
  • Worst VDD drop: 0.106 mV
  • Total Power: 0.468 mW
  • Power per Cell Area: 314 mW/mm^2

Route
  • First-pass DRT Iterations: 4
  • Via count: 993
  • Drt total wl: between 2000 and 3000 um
  • Initial drt markers: 46
  • DR vias/cell: ~4.4
  • Remaining DRCs: 0
  • Routed WL per cell: 11.3 um
  • ANT cells: 0
  • Antenna-violating nets left: 0

Job
  • Tool warnings: 25
  • Max_cap viols: 0

Min path
  • Hold Crit Class: flop to flop
==> area by class of cell <==
cell class / instances / area share
Clock buffer: 4 / 0.0302
Inverter: 2 / 0.00504
Multi-Input combinational cell: 106 / 0.479
Sequential cell: 25 / 0.336
Tap cell: 77 / 0.0647
Timing Repair Buffer: 13 / 0.0856
==> per-layer routing <==
layer,global-route usage,part of all wire,vias to the layer above
met5,0,0,-
met4,0.00976,0.011,0
met3,0.0143,0.040,2
met2,0.0785,0.42,7
met1,0.0721,0.53,448
li1,-,-,536
==> sequential cells by signal, indices dropped and copies added (netlist names) <==
| signal | count |
|---|---|
| st | 2 |
| bit_cnt | 4 |
| data | 9 |
| wait_cnt | 10 |
==> tightest hold or removal path, delay by kind of cell, from the launching register on <==
family / cells / cell delay (ps)
flops: 1 / 340
simple gates: 1 / 70
compound gates: 1 / 50
==> power breakdown <==
group / total, mW / switching (mW) / internal [mW] / leakage [nW]
combinational: 0.0632 / 0.0317 / 0.0316 / 0.264
clock: 0.145 / 0.0756 / 0.0694 / 0.0228
sequential: 0.260 / 0.00636 / 0.253 / 0.204
==> cells by family (layout without fill, tap and decap cells) <==
logic type,after synthesis,after routing,share of synthesized area
muxes,1,1,0.00798
adders and majority gates,1,1,0.00997
and+or+nand+nor,58,58,0.250
xor gates and xnor gates,10,10,0.0698
AOI/OAI and AO/OA,36,36,0.230
DFF,25,25,0.399
buffers and inverters,9,19,0.0329
==> path summary, 6_finish.rpt <==
path	from	to	cells past startpoint
worst max-delay path	st[1]$_DFF_P_	busy	2
worst min-delay path	wait_cnt[1]$_SDFFE_PP0P_	wait_cnt[1]$_SDFFE_PP0P_	2
worst max register to register	wait_cnt[0]$_SDFFE_PP0P_	data[3]$_SDFFE_PP1P_	5
worst min register to register	wait_cnt[1]$_SDFFE_PP0P_	wait_cnt[1]$_SDFFE_PP0P_	2
==> placed cells by master, fill, tap and decap left out, types with 4 or more instances in the layout <==
master	count
xor2_1	4
nand2_1	11
nand4_1	4
dfxtp_1	25
nor2_1	12
o21bai_1	8
nor3_1	6
a21oi_1	14
clkdlybuf4s50_1	12
a2111oi_1	6
xnor2_1	6
and2_1	7
==> per-stage QoR <==
step	worst slack [ps]	cells	utilization
2_1_floorplan	2210	140	-
3_3_place_gp	1750	223	0.224
3_5_place_dp	1750	223	0.224
4_1_cts	1920	227	0.231
5_1_grt	1740	227	0.231
6_report	1940	227	0.231
Power figures rest on the tool's default switching activity, not on a simulated workload.
